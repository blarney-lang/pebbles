==> design/flow/design.v <==
module module_wrap64_getBoundsInfo(wrap64_getBoundsInfo_cap,
				   wrap64_getBoundsInfo);
  input  [90 : 0] wrap64_getBoundsInfo_cap;
  output [195 : 0] wrap64_getBoundsInfo;
  wire [195 : 0] wrap64_getBoundsInfo;
  wire [32 : 0] baseBitsFull__h79,
		repBoundBitsFull__h81,
		result__h619,
		topBitsFull__h80,
		top__h89,
		x__h101,
		x__h282,
		x__h674,
		x__h713,
		x__h745,
		x__h747;
  wire [24 : 0] addrUpperBits__h84,
		addrUpperHi__h85,
		addrUpperLo__h86,
		allOnesExpShifted__h82,
		oneExpShifted__h83;
  wire [9 : 0] correctBase__h92, correctTop__h93, x__h677;
  wire [7 : 0] repBoundBits__h77;
  wire [1 : 0] IF_wrap64_getBoundsInfo_cap_BIT_6_1_THEN_0b0_C_ETC___d34;
  assign wrap64_getBoundsInfo =
	     { x__h101[31:0],
	       x__h282,
	       x__h674,
	       x__h713[31:0],
	       x__h745,
	       x__h747 } ;
  assign IF_wrap64_getBoundsInfo_cap_BIT_6_1_THEN_0b0_C_ETC___d34 =
	     top__h89[32:31] -
	     { 1'b0,
	       (wrap64_getBoundsInfo_cap[31:26] == 6'd24) ?
		 wrap64_getBoundsInfo_cap[17] :
		 x__h101[31] } ;
  assign addrUpperBits__h84 =
	     { 1'b0, wrap64_getBoundsInfo_cap[89:66] } &
	     allOnesExpShifted__h82 ;
  assign addrUpperHi__h85 =
	     addrUpperBits__h84 +
	     (wrap64_getBoundsInfo_cap[4] ? 25'd0 : oneExpShifted__h83) ;
  assign addrUpperLo__h86 =
	     addrUpperBits__h84 +
	     (wrap64_getBoundsInfo_cap[4] ? allOnesExpShifted__h82 : 25'd0) ;
  assign allOnesExpShifted__h82 =
	     25'd33554431 << wrap64_getBoundsInfo_cap[31:26] ;
  assign baseBitsFull__h79 =
	     { 25'd0, wrap64_getBoundsInfo_cap[17:10] } <<
	     wrap64_getBoundsInfo_cap[31:26] ;
  assign correctBase__h92 =
	     { wrap64_getBoundsInfo_cap[1:0],
	       wrap64_getBoundsInfo_cap[17:10] } ;
  assign correctTop__h93 =
	     { wrap64_getBoundsInfo_cap[3:2],
	       wrap64_getBoundsInfo_cap[25:18] } ;
  assign oneExpShifted__h83 = 25'd1 << wrap64_getBoundsInfo_cap[31:26] ;
  assign repBoundBitsFull__h81 =
	     { 25'd0, repBoundBits__h77 } << wrap64_getBoundsInfo_cap[31:26] ;
  assign repBoundBits__h77 = { wrap64_getBoundsInfo_cap[9:7], 5'd0 } ;
  assign result__h619 = { ~top__h89[32], top__h89[31:0] } ;
  assign topBitsFull__h80 =
	     { 25'd0, wrap64_getBoundsInfo_cap[25:18] } <<
	     wrap64_getBoundsInfo_cap[31:26] ;
  assign top__h89 =
	     { wrap64_getBoundsInfo_cap[6] ?
		 addrUpperHi__h85 :
		 addrUpperLo__h86,
	       8'd0 } |
	     topBitsFull__h80 ;
  assign x__h101 =
	     { wrap64_getBoundsInfo_cap[5] ?
		 addrUpperHi__h85 :
		 addrUpperLo__h86,
	       8'd0 } |
	     baseBitsFull__h79 ;
  assign x__h282 =
	     (wrap64_getBoundsInfo_cap[31:26] < 6'd25 &&
	      IF_wrap64_getBoundsInfo_cap_BIT_6_1_THEN_0b0_C_ETC___d34 >
	      2'd1) ?
	       result__h619 :
	       top__h89 ;
  assign x__h674 = { 23'd0, x__h677 } << wrap64_getBoundsInfo_cap[31:26] ;
  assign x__h677 = correctTop__h93 - correctBase__h92 ;
  assign x__h713 = { addrUpperLo__h86, 8'd0 } | repBoundBitsFull__h81 ;
  assign x__h745 = { addrUpperHi__h85, 8'd0 } | repBoundBitsFull__h81 ;
  assign x__h747 = { oneExpShifted__h83, 8'd0 } ;
endmodule   
==> design/flow/run.sh <==
#!/bin/bash
# OpenROAD 26Q1-2900-gdf79404cd8, Yosys 0.63+post, stock flow scripts
make -C /OpenROAD-flow-scripts/flow DESIGN_CONFIG=/design/flow/config.mk WORK_HOME=/design/flow/orfs finish
==> design/flow/config.mk <==
export PLATFORM = sky130hd
export DESIGN_NAME = module_wrap64_getBoundsInfo
export DESIGN_NICKNAME = module_wrap64_getBoundsInfo
export VERILOG_FILES = /design/flow/design.v
export SDC_FILE = /design/flow/constraint.sdc
export NUM_CORES = 4
export LEC_CHECK = 1
export CORE_UTILIZATION = 30
==> design/flow/constraint.sdc <==
current_design module_wrap64_getBoundsInfo

set clk_period 12.2
set clk_io_pct 0.2

create_clock -name clk0 -period $clk_period

set non_clock_inputs [all_inputs -no_clocks]
set_input_delay [expr $clk_period * $clk_io_pct] -clock clk0 $non_clock_inputs
set_output_delay [expr $clk_period * $clk_io_pct] -clock clk0 [all_outputs]
==> flow_metrics.py <==
# Flow results
metrics = {
    "routing": {
        "post_drt_wl_per_cell_um": 23.7,
        "viasPerCell": 5.90,
        "ant_nets": 0,
        "dr.pass1.iters": 5,
        "drt-total-wl_um": 37000,
        "drc": 0,
        "vias": 9223,
        "antenna-diode-count": 0,
        "drt_iter0_drc": 799,
    },
    "worst_setup_path": {
        "critical_path_class": "input pin to primary output",
        "cp_max_fo": 18,
        "required_ps": 9760,
        "endpoint_kind": "primary output",
        "cp_data_arrival_time_ps": 8280,
        "startpoint_type": "input pin",
    },
    "logic_synthesis": {
        "ys_seq_frac": 0,
        "avgSynthCellArea_um2": 6.19,
        "ys_warn_count": 0,
        "top_area_cell": "ha_1",
        "netlist_area_um2": 6850,
        "top_cells_by_area": "ha_1 11%, nor2_1 8.3%, nand2_1 8.2%",
        "yosys-stat-area_um2": 6850,
        "yosys.area.top_type_share": 0.106,
        "synth_cells": 1106,
        "synth_stat.cells": 1106,
        "synth_cell_type_count": 77,
    },
    "worst_hold_path": {
        "min_path_type": "input pin to primary output",
    },
    "sta": {
        "setup_slack_ps": 1480,
        "worstMarginPinSlew_ps": 850,
        "fin_crit_ps": 10720,
        "period_used_share": 0.878,
        "tns_ps": 0,
        "fmax_ghz": 0.0933,
        "relSlewSlack": 0.427,
        "hold_viol_final": 0,
        "setup_viol_count_final": 0,
        "drv_slew": 0,
        "grt_setup_unrepaired": "false",
    },
    "floorplan": {
        "core_um2": 22100,
        "dieArea_um2": 23400,
        "die_w_um": 153,
        "fp_util": 0.310,
        "dieHeight_um": 153,
        "rows": 54,
        "io_pins": 287,
    },
    "finish": {
        "clkbuf_count": 0,
        "syn2layout_area_growth_pct": 35.7,
        "most-common-layout-cells": "230 x clkdlybuf4s50_1, 151 x nor2_1, 149 x nand2_1",
        "stdcell_count": 1563,
        "flop_area_um2": 0,
        "fill_cells": 2348,
        "nFlopsAndLatches": 0,
        "drive_gt1_frac": 0.0522,
        "mostFrequentLayoutCell": "clkdlybuf4s50_1",
    },
    "clock_network": {
        "cts-hold-fix-buffers": 0,
        "ctsResizeCount": 0,
        "cts_setup_buffers": 0,
    },
    "status": {
        "status": "finished clean",
    },
    "run": {
        "drv_cap": 0,
        "warning_count": 68,
    },
    "power_and_ir_drop": {
        "power.density_nw_per_um2": 36.9,
        "ir_worst_vdd_uv": 12.6,
        "p_leak_nw": 3.89,
    },
    "placed_design": {
        "dp.cells": 1563,
        "gp_congestion": 1.01,
        "hpwl_um": 29600,
        "pre_cts_ws_ps": 1680,
        "port_buffers": 234,
    },
    "grt": {
        "grt.overflow.total": 0,
        "antenna_found_initial": 1,
        "grt_max_degree": 60,
        "track_usage": 0.312,
        "grt_pass1_vias": 8792,
        "grt_pass1_wl_um": 54600,
    },
}
-- worst paths after layout --
kind	slack, ps	from	cells past startpoint	endpoint
setup / recovery	1480	wrap64_getBoundsInfo_cap[28]	19	wrap64_getBoundsInfo[163]
hold / removal	5900	wrap64_getBoundsInfo_cap[6]	5	wrap64_getBoundsInfo[141]
-- report_power, final --
| group | internal [W] | total [W] | switching [W] |
|---|---|---|---|
| Combinational | 0.000150 | 0.000343 | 0.000193 |
| Sequential | 0 | 0 | 0 |
| Clock | 0 | 0 | 0 |
| Total | 0.000150 | 0.000343 | 0.000193 |
-- area by class of cell --
cell class / count / area, um2 / area share
Multi-Input combinational cell: 1002 / 6350 / 0.684
Timing Repair Buffer: 258 / 2500 / 0.269
Tap cell: 280 / 350 / 0.0377
Inverter: 23 / 86.3 / 0.00929
-- synthesized netlist by cell type, types with 23 or more instances --
library cell	number
a21o_1	28
a21oi_1	84
buf_4	23
clkbuf_1	58
ha_1	58
inv_1	23
mux2i_1	25
nand2_1	149
nand2b_1	28
nor2_1	151
nor3_1	31
o21ai_0	73
o221ai_1	27
xnor2_1	23
-- critical path: stages --
cell and delay (ps):
clkdlybuf4s50_1 940, nand2_1 570, inv_1 380, nand2_1 430, and3_1 390, ha_1 330
a21oi_1 240, o21ai_0 170, nand3_1 180, nand4_1 230, a211o_1 320, o211ai_1 210
nor2_1 100, a211oi_1 200, ha_1 180, nor2_1 40, o2bb2ai_1 130, a211oi_1 230
clkdlybuf4s50_1 540
-- routing by layer --
metal	global-route usage	vias to the layer above	wire (um)
li1	-	4364	-
met1	0.417	4253	15300
met2	0.497	524	16500
met3	0.0526	82	3380
met4	0.133	0	1780
met5	0	-	0
-- per-stage QoR --
| step | power [W] | hold slack (ps) | utilization | instance area (um2) |
|---|---|---|---|---|
| final | 0.000343 | 5900 | 0.421 | 9290 |
| after CTS | 0.000338 | 5900 | 0.421 | 9290 |
| after global routing | 0.000367 | 5940 | 0.421 | 9290 |
| after detailed placement | 0.000336 | 5900 | 0.421 | 9290 |
| after floorplan | 0.000172 | 4970 | - | 6910 |
| after global placement | 0.000337 | 5890 | 0.421 | 9290 |
-- cell families after synthesis --
group	share of synthesized area
simple gates	0.313
compound gates	0.379
buf+inv	0.0813
fa+ha+maj	0.115
xor+xnor	0.0561
mux	0.0546
other cells	0.000548
Power is estimated from default activity; no workload was simulated.
